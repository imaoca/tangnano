==> flow/config.mk <==
export PLATFORM = sky130hd
export DESIGN_NAME = sequencer
export DESIGN_NICKNAME = sequencer
export VERILOG_FILES = /design/flow/design.v
export SDC_FILE = /design/flow/constraint.sdc
export NUM_CORES = 4
export LEC_CHECK = 1
export CORE_UTILIZATION = 40
export SYNTH_HDL_FRONTEND = slang
==> flow/constraint.sdc <==
current_design sequencer

set clk_period 8.9
set clk_io_pct 0.2

create_clock -name clk0 -period $clk_period [get_ports {clk}]

set non_clock_inputs [all_inputs -no_clocks]
set_input_delay [expr $clk_period * $clk_io_pct] -clock clk0 $non_clock_inputs
set_output_delay [expr $clk_period * $clk_io_pct] -clock clk0 [all_outputs]
==> flow/design.v <==
module sequencer(input rst,clk,btn3,[3:0]btn,output Vin,low,input Abtn,Bbtn,output [7:0]col,[7:0]row,output[5:0]leds);
	reg [7:0]regs[31:0];         
    reg [28:0] counter;
    reg [2:0] x;
    reg [4:0] y;                 
    assign leds[1:0]=~y[4:3];    
    assign low=0;
    assign col=(((counter[15:13]==y[2:0])&& (counter[21]))?1<<x:0)^(regs[counter[15:13]+(y&5'b11000)] );  
    assign row = ~(1<<counter[15:13]);
	always @(posedge counter[21]  or negedge rst)
	  if(rst==0) {  regs[0],regs[1],regs[2],regs[3],regs[4],regs[5],regs[6],regs[7],
                    regs[8],regs[9],regs[10],regs[11],regs[12],regs[13],regs[14],regs[15],x,y}=0;
	  else begin 
      if (btn3==1) begin
      case(btn)
        4'b0111: x=x+1;
        4'b1101: y=y+1;
        4'b1011: y=y-1;
        4'b1110: x=x-1;
	  endcase
      if (Abtn==0) regs[y][x]=1;
      if (Bbtn==0) regs[y][x]=0;
    end
    if (btn3==0) y = counter[28:24];
   end
   always @(posedge clk) counter = counter + 1;
   reg [15:0] cnt[7:0];
   wire[7:0]  mixer;
   wire[2:0] j; 
   wire[15:0] frq[7:0];
   assign frq[0]=61364;     
   assign frq[1]=54656;     
   assign frq[2]=51625;     
   assign frq[3]=45997;     
   assign frq[4]=40971;     
   assign frq[5]=38682;     
   assign frq[6]=34439;     
   assign frq[7]=30682;     
   integer k;
   assign j = counter[6:4];
   always @(posedge clk) for (k=0;k<32;k=k+1) if (cnt[k]==frq[k])cnt[k]=0;else cnt[k]=cnt[k]+1;
   assign mixer = ((regs[counter[28:24]]&(1<<j))!=0)?cnt[j][(j==7)?14:15]:0;     
   assign Vin = (btn3==0)?mixer[counter[3:1]]:0;
endmodule
==> flow/run.sh <==
#!/bin/bash
# OpenROAD 26Q1-2900-gdf79404cd8, Yosys 0.63+post, stock flow scripts
make -C /OpenROAD-flow-scripts/flow DESIGN_CONFIG=/design/flow/config.mk WORK_HOME=/design/flow/orfs finish
==> run summary <==
The synthesis and PnR run went through. Summed instance area of the synthesized netlist landed at 22,600 sq um. Required time of the critical path landed at between 7000 and 8000 ps. Clock latency on the worst-skew pair landed at 420 ps. A synthesized cell averages 10.7 sq um. The cell type that accounts for the most area after synthesis is edfxtp_1.

Portion of synthesized cell area occupied by the leading cell type landed at between 10% and 20%. In this run the worst path has a maximum fanout of 39. Counting I/O delays and the setup requirement, the final critical path takes approximately 6300 ps. The report counts max-capacitance violations totalling 0. Cell count after synthesis landed at roughly 2,100. CTS built an H-tree with a depth of 4. Per the OpenROAD floorplan log, the height of the die is ~240 um.

Counting the fill cells in the layout gives around 5,100. Sequential cells were found to cover between 40% and 50% of the synthesized design area. In this run the tools logged warnings totalling 31.

The flow reported a cell area power density of ~63 nW/um^2. For this run the aggregate overflow at the end of global routing stands at 0. Number of buffers created by CTS landed at 17. Number of hold buffers added after cts landed at 0. In this run the clock root is driven by a clkbuf_16. Total design power landed at between 1500 and 2000 uW. The synthesized netlist has a Yosys-reported chip area of between 20,000 and 25,000 sq um. Synthesized flop and latch total landed at ~420. The overall die size recorded for this design is between 50,000 and 60,000 sq um. Average via count per standard cell landed at 6.07. After clock tree synthesis, the repair step resized 0 gates. Total of warnings raised by yosys landed at 4. DRC violation count after routing landed at 0. Number of enable flip-flop cells landed at between 100 and 150. After synthesis, the cell types taking the most area are edfxtp_1 (17%), dfrtp_1 (15%), dfxtp_1 (14%). Number of top-level pins landed at 33. For this run, the total global-route usage over all layers was measured as a little under a quarter. Per the synth stats, the flop cell with the highest instance count is dfxtp_1. The last timing report of the flow puts the setup violation total at 0. TritonCTS built the clock tree.

Setup repair after global routing left no endpoint under its margin. Clock skew on the completed layout was measured at ~8.9 ps. Detailed-placement wirelength estimate landed at between 40,000 and 50,000 um. Initial antenna violation count landed at 2. Distinct cell type count of the synthesized netlist landed at ~74.

The worst setup path is launched from a flop. Utilization after layout landed at approximately 44%. In this run the layout overhead on the synthesized area is reported as 7.03%.

The clock passes through at most 2 buffers. X dimension of the die landed at ~240 um. Average detailed-routed wire length per instance landed at 22.4 um.

The power report puts the leakage power at 0.00847 uW. Summed over all failing endpoints, the final setup total negative slack is 0 ps. For this design, the slowest cell found on the critical path is a311oi_1. Ranked by instance count, the synthesized netlist is headed by a21oi_1 (397), nor2_1 (192), dfxtp_1 (157). For reference, the critical path cell chain is buf_4, and2_1, a211oi_1, nor3_1, o22ai_1, a2111oi_0, buf_4, a41oi_1, a311oi_1, clkdlybuf4s50_1.

Count of antenna diodes in the layout landed at 0. In this run the core area contains roughly 86 standard-cell rows. After synthesis, the share of flip-flops with an asynchronous set or reset is approximately a third. The final timing summary puts the cycle share of the worst path at approximately 70%. Final number of max-transition violations landed at 0. The worst setup path is captured at a primary output. Input and output buffers added on the ports amount to 27. The kind of cell with the highest combined delay along the critical path is buffers and inverters. The region available for standard cell placement spans ~56,000 sq um. Count of nets left with antenna violations after detail routing landed at 0. Via count of the first global-routing pass landed at ~17,000. Per STA, the library cell used most along the worst path is buf_4. The first TritonRoute pass finished after 6 iterations. Looking at the post-CTS report, the setup buffer insertion count equals 0. Via count landed at between 15,000 and 20,000.

The critical path in this run is classified as flop to primary output. Initial cell density of the core landed at 40.7%. Slew at the pin closest to its max-slew limit landed at about 900 ps. The final layout contains routed wiring with a total length of approximately 63,000 um. Yosys instantiated no cell more often than a21oi_1.

Per the final layout report, the fraction of cells sized above drive strength 1 comes to between 10 and 15%. Combined buffer and inverter count along the critical path landed at 3. Wire length of the first global-routing pass landed at around 99,000 um. Maximum operating frequency landed at around 0.16 GHz. Final weighted congestion in routability-driven placement landed at ~0.96. According to the hold report, the worst path is of the flop to flop type.

Clock-pin slew was measured on the worst setup and hold paths at roughly 60 ps. Number of register pins that no clock reaches landed at between 200 and 300. The synthesized netlist was found by Yosys to have roughly 2,100 cells. Entering global routing, the biggest net connects 79 pins. Counting endpoints that fail hold in the final report gives 0. The first routing iteration left between 1,000 and 1,500 violations. Maximum single-stage delay on the critical path landed at 750 ps. The worst-case max-slew headroom was logged as a little under 40%.

Per the power-grid run, VDD falls by no more than 130 uV. Data on the critical path arrives at its endpoint at ~4500 ps. The flow ran to the end, and the final reports show no timing, DRC or antenna violations. Count of endpoints without a timing constraint landed at 394.
==> metrics by stage <==
step	hold slack (ps)	cells	cell area [sq um]	setup slack (ps)
global route	429	2829	24200	2370
finish	412	2829	24200	2640
global placement	394	2797	23600	2700
floorplan	383	2108	22600	2280
detailed placement	399	2797	23600	2790
CTS	413	2829	24200	2650
==> final timing paths <==
kind / end / startpoint / slack [ps] / cells past startpoint
setup / recovery: Vin / counter[25]$_DFF_P_ / 2640 / 10
hold / removal: counter[0]$_DFF_P_ / counter[0]$_DFF_P_ / 410 / 1
setup reg to reg: counter[27]$_DFF_P_ / counter[13]$_DFF_P_ / 6140 / 7
hold reg to reg: counter[0]$_DFF_P_ / counter[0]$_DFF_P_ / 410 / 1
==> kinds of logic after synthesis <==
family | Yosys count | share of synthesized area (%)
compound gates | 606 | 15.1
xor+xnor | 153 | 6.08
fa+ha+maj | 17 | 0.974
buf+inv | 189 | 4.21
flops | 421 | 46.0
mux | 179 | 14.9
other cells | 1 | 0.0166
simple gates | 538 | 12.9
==> layout by cell type, fill, tap and decap left out, types with 26 or more instances in the layout <==
master	instances
a21oi_1	397
a31oi_1	131
and3_1	34
buf_4	74
clkdlybuf4s50_1	26
dfrtp_1	136
dfxtp_1	152
edfxtp_1	128
inv_1	26
mux2i_1	51
mux4_2	124
nand2_1	79
nand3_1	75
nand4_1	26
nor2_1	184
nor3_1	31
xnor2_1	84
xor2_1	66
==> where the power goes <==
group,total (uW),switching [uW],internal (uW)
Clock,739,283,457
Combinational,77.8,63.6,14.1
Sequential,709,0,709
==> routing by layer <==
| layer | routed length [um] | GRT usage, % |
|---|---|---|
| met2 | 28000 | 34.1 |
| met5 | 17 | 0 |
| met1 | 24900 | 32.6 |
| met3 | 8760 | 13.1 |
| met4 | 1640 | 5.42 |
==> worst reg2reg max path, stage by stage (launching register included) <==
cell,delay [ps]
dfxtp_4,650
buf_4,550
nand2_1,210
nor2_1,390
nand2_1,220
or2_2,340
nor3_1,190
xnor2_1,140
==> registers in the layout, summed over array words and instances (netlist names) <==
| name | flops |
|---|---|
| regs | 256 |
| cnt | 128 |
| x | 3 |
| y | 5 |
| counter | 29 |
==> cell type report <==
type	count	area, sq um	area share (%)
multi-input cells	1498	11300	46.7
flip-flops and latches	421	10400	43.0
well taps	748	936	3.87
repair buffers	101	827	3.42
clock buffers	19	453	1.87
clock inverters	13	164	0.677
inverters	29	109	0.450
Power is estimated from default activity; no workload was simulated.
