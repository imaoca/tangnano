==> ./design.v <==
module cpu(input rst,input clk,input[3:0] btn,
    output [7:0]col, output [7:0]row,
    output [5:0]leds);
    wire [7:0]dout;
	reg c_flag;
	reg [3:0]regs[7:0];
    reg [7:0]ram[15:0];
    reg [23:0] counter;
    assign leds[0]=!c_flag;
    assign leds[1]=1;
    assign leds[2]=1;
    assign leds[3]=1;
    assign leds[4]=1;
    assign leds[5]=1;
    assign col={4'b0000,regs[counter[15:13]]};
    assign row[0]=(counter[15:13]==0?0:1);
    assign row[1]=(counter[15:13]==1?0:1);
    assign row[2]=(counter[15:13]==2?0:1);
    assign row[3]=(counter[15:13]==3?0:1);
    assign row[4]=(counter[15:13]==4?0:1);
    assign row[5]=(counter[15:13]==5?0:1);
    assign row[6]=(counter[15:13]==6?0:1);
    assign row[7]=(counter[15:13]==7?0:1);
    assign dout = ram[regs[7]];
    initial begin
        ram[0] <=8'b1010_0010;   
        ram[1] <=8'b00_001_000;  
        ram[2] <=8'b1010_0011;   
        ram[3] <=8'b00_010_000;  
        ram[4] <=8'b1010_0100;   
        ram[5] <=8'b00_011_000;  
        ram[6] <=8'b1010_0101;   
        ram[7] <=8'b00_100_000;  
        ram[8] <=8'b1010_0001;   
        ram[9] <=8'b01100_110;   
        ram[10] <=8'b1001_1001;  
    end
	always @(posedge counter[23]  or negedge rst)
	  if(rst==0) {regs[0],regs[1],regs[2],regs[3],regs[4],regs[6],regs[7],c_flag}=0;
	  else begin
	   regs[5]=btn;
       begin
            if (8'h70==(dout&8'hf8)) regs[dout&7]=((regs[dout&7])>>1)|((regs[dout&7]&1) << 3);
            if (8'h78==(dout&8'hf8)) regs[dout&7]=((regs[dout&7])<<1)|((regs[dout&7]&8) >> 3);
            if (8'h00==(dout&8'hc0)) regs[(dout&8'h38)>>3]=regs[dout&7]; 
            if (8'h60==(dout&8'hf8)) begin if (regs[dout&7]+1>15)         c_flag=1;regs[dout&7]=regs[dout&7]+1;end
            if (8'h40==(dout&8'hf8)) begin if (regs[0]+regs[dout&7]>15)   c_flag=1;regs[0]     =regs[dout&7]+regs[0];end
            if (8'h48==(dout&8'hf8)) regs[0]=regs[dout&7]|regs[dout&7];
            if (8'h50==(dout&8'hf8)) regs[0]=regs[dout&7]&regs[dout&7];
            if (8'h58==(dout&8'hf8)) regs[0]=regs[dout&7]^regs[dout&7];
            if (8'h61==(dout&8'hf8)) regs[dout&7]=(!regs[dout&7]);
            if (8'h90==(dout&8'hf0)) regs[7]=dout&15;
            if (8'ha0==(dout&8'hf0)) regs[0]=dout&15;
            if (8'h80==(dout&8'hf0)) begin regs[7]=((c_flag)?regs[7]+1:dout&15);c_flag=0;end
       end
       if ((8'h90!=(dout&8'hf0)&&(8'h80!=(dout&8'hf0)))) regs[7]=regs[7]+1;	
end
    always @(posedge clk) counter <= counter + 1;
endmodule
==> ./run.sh <==
#!/bin/bash
# OpenROAD 26Q1-2900-gdf79404cd8, Yosys 0.63+post, stock flow scripts
make -C /OpenROAD-flow-scripts/flow DESIGN_CONFIG=/design/flow/config.mk WORK_HOME=/design/flow/orfs finish
==> ./config.mk <==
export PLATFORM = sky130hd
export DESIGN_NAME = cpu
export DESIGN_NICKNAME = cpu
export VERILOG_FILES = /design/flow/design.v
export SDC_FILE = /design/flow/constraint.sdc
export NUM_CORES = 4
export LEC_CHECK = 1
export CORE_UTILIZATION = 40
export SYNTH_HDL_FRONTEND = slang
==> ./constraint.sdc <==
current_design cpu

set clk_period 3.9
set clk_io_pct 0.2

create_clock -name clk0 -period $clk_period [get_ports {clk}]

set non_clock_inputs [all_inputs -no_clocks]
set_input_delay [expr $clk_period * $clk_io_pct] -clock clk0 $non_clock_inputs
set_output_delay [expr $clk_period * $clk_io_pct] -clock clk0 [all_outputs]
==> results_slide.txt <==
Run Summary

Critical path
  • Startpoint of the most critical setup path: counter[14]$_DFF_P_
  • Buffer and inverter count on the worst path: 2
  • Worst path arrival time: 2260 ps
  • Element type at the critical path start: flop
  • Critical Path RT: 3120 ps
  • Worst reg2reg path startpoint: counter[13]$_DFF_P_
  • Register-to-register path setup slack: 1950 ps
  • Largest stage delay on the critical path: 560 ps
  • Cell with the largest stage delay on the worst path: sky130_fd_sc_hd__dfxtp_1
  • Ordered cell list for the critical path: buf_4 > mux4_2 > mux2_2 > clkdlybuf4s50_1
  • Dominant delay contributor by cell family on the critical path: multiplexers
  • Crit. End Element: primary output
  • Type of the worst setup path: flop to primary output
  • Crit Path Max Fanout: 11

Die
  • Core utilization before placement: 41.6%
  • Overall die height: 86.3 um
  • Placeable core region: 6830 um^2
  • Width of the die: 86.3 um
  • Boundary pin count: 28
  • Row count: 30
  • Total die size: 7440 um^2

Outcome
  • Outcome: finished, final reports clean

Global route
  • Top Usage Layer GRT: met1
  • Antenna violations before repair: 0
  • Via count of the first global-routing pass: 1879
  • Global-route wire length before repair: 9400 um
  • Global-route met2 utilization: 25.8%
  • Pin count of the biggest net entering global routing: 34
  • Met1 GRT Util: 26.3%
  • Total Routing Usage GR: 16.7%
  • GRT overflow: 0
  • Met3 global-route usage: 2.80%

Logic synthesis
  • Yosys synthesis chip area: 2840 um^2
  • Post-synthesis cell count: 286
  • Biggest area consumer among synthesized cells: sky130_fd_sc_hd__dfrtp_1
  • Post-synth design cell area: 2840 um^2
  • Number of cells in the yosys synthesis report: 286
  • Per-instance average area after synthesis: 9.93 um^2
  • Top cells by area: sky130_fd_sc_hd__dfrtp_1 (26%), sky130_fd_sc_hd__dfxtp_1 (17%), sky130_fd_sc_hd__mux4_2 (6.3%)
  • Synthesis-stage register bit count: 57
  • Syn. warnings: 0
  • Fraction of registers with async set/reset: 50.9%
  • EDFF count, synth: 4
  • Main flop type: sky130_fd_sc_hd__dfrtp_1
  • Number of different library cells in the post-synthesis netlist: 53
  • Top cell type's share of synthesized area: 25.6%
  • Post-synth seq share: 46.7%

Detailed routing
  • Routed vias: 1937
  • Total iterations of the first detailed-routing run: 4
  • Drt total wl: 5620 um
  • Count of antenna diodes in the layout: 0
  • Vias per Instance: 5.02
  • Number of remaining DRC errors: 0
  • Detailed-route wire length per cell: 14.6 um
  • DRT iter0 DRCs: 88
  • Tally of nets with antenna violations remaining after routing: 0

Final timing
  • Register pins left without a clock: 33
  • Setup repair after global routing missed its margin: no
  • Final-report max-slew violation count: 0
  • Setup_tns: 0 ps
  • Maximum frequency from static timing analysis: 0.329 GHz
  • Max Clock Skew: 7.29 ps
  • Worst slew margin: 41.6%
  • Final Cycle Share: 77.9%
  • Transition time of the tightest slew-check pin: 876 ps
  • Final worst path period need: 3040 ps
  • Endpoints left unconstrained: 38
  • Final Hold Slack: 443 ps
  • Final hold viol count: 0
  • Total setup violations reported at the end of the flow: 0

Hold path
  • Worst hold start: counter[0]$_DFF_P_
  • Hold Crit Class: flop to flop

Power and ir drop
  • PD cells: 154 nW/um^2
  • Logic pwr share: 3.1%
  • Clock power frac: 45.5%
  • Sequential share of power: 51.3%
  • Total power draw: 479 uW
  • Worst voltage drop across the vdd grid: 0.206 mV
  • Power dissipated by switching net loads: 89.6 uW
  • Fraction of power spent switching nets: 18.7%
  • Power Internal: 389 uW
  • Static leakage: 0.00122 uW

Placed design
  • Number of port buffers: 18
  • Placed cell count: 382
  • Estimated wirelength of the detail-placed design: 4050 um
  • Final GP Congestion: 0.839

Clock network
  • Num CTS Buffers: 3
  • Post-cts repair resize count: 0
  • Hold buffer count at CTS: 0
  • Post CTS Setup Buffer Count: 0
  • Clock-pin slew reported for the worst setup and hold paths after clock tree synthesis: 90 ps
  • Cell chosen for the clock root: sky130_fd_sc_hd__clkbuf_8
  • Clk ins delay skew pair: 270 ps
  • TritonCTS clock tree: built
  • Maximum buffer depth of the clock tree: 2
  • H-tree lvl count: 1

Job
  • Log Warnings: 25
  • Max-capacitance violation count: 0

Layout
  • Number of fill cells in the layout: 661
  • Area grow syn2layout: 9.65%
  • Non-filler instance count after layout: 386
  • Final core utilization: 45.6%
  • Share of layout cells above drive strength 1: 11.7%
## per-stage QoR
| step | setup slack [ps] | area, um^2 |
|---|---|---|
| 2_1_floorplan | 1570 | 2870 |
| 3_3_place_gp | 1160 | 3040 |
| 3_5_place_dp | 1140 | 3040 |
| 4_1_cts | 830 | 3110 |
| 5_1_grt | 708 | 3110 |
| 6_report | 861 | 3110 |
## placed cells by master, fill, tap and decap left out, drive strengths merged, types with 5 or more instances in the layout
cell type and count:
dfrtp 29, nand3 13, nand4 5, nor3 5
mux4 8, o21ai 20, clkdlybuf4s50 18, inv 7
mux2 7, dfxtp 24, conb 9, nand2b 5
nand2 46, mux2i 5, nor2 12, xnor2 19
## cell type report
type | instances | area [um^2] | area share, %
multi-input cells | 200 | 1360 | 43.7
flip-flops and latches | 57 | 1330 | 42.6
repair buffers | 22 | 210 | 6.75
well taps | 96 | 120 | 3.86
clock buffers | 3 | 41.3 | 1.33
clock inverters | 1 | 30.0 | 0.964
inverters | 7 | 26.3 | 0.844
## Yosys cell counts, drive strengths merged (2+ instances only)
cell type / count
edfxtp: 4
and4: 2
nand4b: 2
dfrtp: 29
ha: 2
or2: 4
nand2b: 5
a21oi: 2
mux2: 7
or3: 4
nor3: 5
mux4: 8
clkbuf: 14
dfxtp: 24
nand4: 5
o21ai: 20
nand2: 46
or3b: 2
xor2: 4
conb: 2
inv: 7
nor2b: 2
mux2i: 5
nor2: 12
nand3b: 3
xnor2: 19
buf: 15
nand3: 13
and2: 2
## cells by family after synthesis
| family | count (synthesis) | share of synthesized area [%] |
|---|---|---|
| adders and majority gates | 2 | 0.881 |
| other | 2 | 0.264 |
| and+or+nand+nor | 112 | 20.3 |
| muxes | 20 | 11.0 |
| xor gates and xnor gates | 23 | 7.09 |
| AOI/OAI and AO/OA | 34 | 7.45 |
| DFF | 57 | 46.7 |
| buffers and inverters | 36 | 6.34 |
## registers in the layout (all words and copies together), names as in the netlist
signal / count
regs: 32
counter: 24
c_flag: 1
## metal layers
layer | routed length, um | up-vias
met2 | 2520 | 38
met5 | 0 | -
met4 | 93 | 0
met1 | 2800 | 918
met3 | 207 | 8
li1 | - | 973
## power groups by stage
stage                 Clock (uW)  Combinational [uW]  Sequential (uW)
after CTS                    224                15.7              246
final                        218                15.0              246
after global routing         234                17.1              246
## final timing paths
path                              end  depth (start not counted)
hold / removal     counter[0]$_DFF_P_                          1
setup reg to reg  counter[23]$_DFF_P_                          5
hold reg to reg    counter[0]$_DFF_P_                          1
setup / recovery               col[1]                          4
Power figures rest on the tool's default switching activity, not on a simulated workload.
